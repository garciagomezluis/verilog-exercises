--- constraint.sdc ---
current_design semaforo

set clk_period 1.2
set clk_io_pct 0.2

create_clock -name clk0 -period $clk_period [get_ports {CLK}]

set non_clock_inputs [all_inputs -no_clocks]
set_input_delay [expr $clk_period * $clk_io_pct] -clock clk0 $non_clock_inputs
set_output_delay [expr $clk_period * $clk_io_pct] -clock clk0 [all_outputs]
--- config.mk ---
export PLATFORM = sky130hd
export DESIGN_NAME = semaforo
export DESIGN_NICKNAME = semaforo
export VERILOG_FILES = /design/flow/design.v
export SDC_FILE = /design/flow/constraint.sdc
export NUM_CORES = 4
export LEC_CHECK = 1
export CORE_AREA = 10 10 70 70
export DIE_AREA = 0 0 80 80
--- design.v ---
module semaforo
  #(parameter RED_CYCLES=0,
    parameter YELLOW_CYCLES_FORWARD=0,
    parameter YELLOW_CYCLES_BACKWARDS=0,
    parameter GREEN_CYCLES=0) (
    input RST,
    input CLK,
    output reg [1:0] LIGHT
  );
    localparam RED_LIGHT = 1;
    localparam YELLOW_LIGHT = 2;
    localparam GREEN_LIGHT = 3;
    reg [4:0] cycles;
    reg [1:0] state;
    reg [4:0] counter;
    reg forward;
    always @(posedge CLK) begin
      if(RST) begin
        cycles <= RED_CYCLES;
        state <= RED_LIGHT;
        counter <= 5'd1;
        forward <= 1;
      end else begin
        counter <= counter + 5'd1;
        if(counter >= cycles) begin
            counter <= 5'd1;
            if(state == RED_LIGHT) begin
              state <= YELLOW_LIGHT;
              cycles <= YELLOW_CYCLES_FORWARD;
            end else if (state == YELLOW_LIGHT && forward == 1) begin
              state <= GREEN_LIGHT;
              cycles <= GREEN_CYCLES;
            end else if (state == GREEN_LIGHT) begin
              state <= YELLOW_LIGHT;
              cycles <= YELLOW_CYCLES_BACKWARDS;
              forward <= 0;
            end else if (state == YELLOW_LIGHT && forward == 0) begin
              state <= RED_LIGHT;
              cycles <= RED_CYCLES;
              forward <= 1;
            end
        end
        LIGHT <= state;
      end
    end
endmodule
--- run.sh ---
#!/bin/bash
# OpenROAD 26Q1-2900-gdf79404cd8, Yosys 0.63+post, stock flow scripts
make -C /OpenROAD-flow-scripts/flow DESIGN_CONFIG=/design/flow/config.mk WORK_HOME=/design/flow/orfs finish
==> impl_metrics.csv <==
group,metric,value,unit
outcome,status,"complete, no violations",
final_timing,tns,0,ns
final_layout,area_growth,69.5,%
drt,drt_iter0_drc,2,
hold_path,hold_path.class,"register to register",
run,warnings,25,
final_timing,rsz0062_at_grt,"no",
critical_path,cp-start-kind,"register",
cts,cts_setup_buffers,0,
logic_synthesis,yosysWarnings,1,
hold_path,min-delay-start,"state[0]$_SDFFE_PP1P_",
final_layout,logic_area,32.5,um^2
drt,drtPass1Iterations,2,
grt,grt_pass1_vias,130,
critical_path,crit_fanout,1,
final_layout,stdcell_area,272,um^2
drt,wl,335,um
power_and_ir_drop,power.internal,332,uW
run,max-cap-violations,0,
cts,insertion_delay,0.25,ns
final_timing,slew_violations,0,
critical_path,cp_cell_sequence,"dlygate4sd2_1",
cts,path_clk_slew,0.05,ns
final_timing,fin_skew,0.00552,ns
critical_path,r2r-start,"state[1]$_SDFFE_PP0P_",
final_timing,hold_viol,0,
power_and_ir_drop,p_sw,89.5,uW
place,place.port_buffers,3,
critical_path,ff2ff_path_depth,2,
logic_synthesis,synth.cell_area,160,um^2
grt,grt_use_total,1.21,%
drt,final_antenna_net_count,0,
critical_path,reg2reg_slack,0.41,ns
final_timing,timing.fmax,911,MHz
drt,wl_per_cell,5.15,um
power_and_ir_drop,power.total,422,uW
logic_synthesis,synth_seq_share,75.0,%
critical_path,critPathRequiredTime,0.96,ns
cts,clockBufferDepth,2,
cts,ctsRootBufferMaster,"clkbuf_4",
power_and_ir_drop,vdd_drop_max,0.667,mV
logic_synthesis,edf_count,2,
logic_synthesis,common_cells,"dfxtp_1 (3), edfxtp_1 (2), inv_1 (2)",
critical_path,cp_slowest_cell,"edfxtp_1",
logic_synthesis,async_flop_share,0,%
place,dp_hpwl,245,um
die,io_pins,4,
drt,vias_per_cell,1.72,
power_and_ir_drop,seqPwrFrac,47.2,%
cts,cts_tree,"yes",
logic_synthesis,syn-instance-count,12,
critical_path,crit_arrival,0.86,ns
logic_synthesis,synth_top_area_share,37.5,%
logic_synthesis,largest_area_cell,"dfxtp_1",
final_layout,drive_gt1_share,21.1,%
logic_synthesis,synthFlopType,"dfxtp_1",
critical_path,r2r-end,"forward$_SDFFE_PP1P_",
logic_synthesis,synth.distinct_cells,8,
grt,grt_pass1_wl,538,um
die,core-area,3420,um^2
final_timing,final-setup-viol-count,0,
place,place_congestion,0.635,
final_timing,min_period,1.10,ns
cts,cts_made_buffers,3,
cts,htreeDepth,1,
die,fp-utilization,4.69,%
logic_synthesis,top_cell,"dfxtp_1",
drt,n_antenna_cell,0,
grt,grt_start_max_net_pins,6,
logic_synthesis,synth-area-yosys,160,um^2
drt,drc,0,
critical_path,end_kind,"output pin",
hold_path,min_to,"LIGHT[0]$_DFFE_PN_",
die,num_rows,21,
die,dieArea,6400,um^2
power_and_ir_drop,p_leak,0.000100,uW
grt,antenna_found_initial,0,
power_and_ir_drop,pwr-share-clk,46.9,%
logic_synthesis,ys.flops,5,
final_timing,slew_headroom,89.2,%
power_and_ir_drop,powerDensity,1550,nW/um^2
cts,cts.sinks,5,
die,fp.dieW,80,um
final_timing,worst_slew_pin_slew,0.162,ns
final_timing,period_used_share,91.5,%
die,die-height,80,um
logic_synthesis,top_cells_by_area,"dfxtp_1 (38%), edfxtp_1 (38%), a211o_1 (5.5%)",
critical_path,crit_type,"register to output pin",
final_layout,fillers,414,
critical_path,crit_family,"flip-flops",
logic_synthesis,avgSynthCellArea,13.3,um^2
critical_path,path_buffers,1,
grt,overflow,0,
critical_path,crit_path_max_incr_delay,0.35,ns
place,placed_area,248,um^2
power_and_ir_drop,p_comb_share,5.9,%
logic_synthesis,ys_cells,12,
power_and_ir_drop,p_sw_share,21.2,%
drt,vias,112,
final_layout,seq_area,120,um^2
hold_path,hold_path_depth,0,
## worst register-to-register path, cell delays in order (launching register included)
cell	delay, ns
dfxtp_1	0.39
nor2b_1	0.07
a211o_1	0.22
## placed cells by master (no fill, tap or decap)
cell             synthesis  final
clkbuf_4                 0      3
inv_1                    2      2
dfxtp_1                  3      3
a21o_2                   1      1
a21oi_1                  1      1
nor2_1                   1      1
edfxtp_1                 2      2
a211o_1                  1      1
dlygate4sd2_1            0      2
clkdlybuf4s50_1          0      1
nor2b_1                  1      1
clkbuf_1                 0      1
## final cells by class
type	instances	area share [%]
tap	46	21.2
multi-input combinational	5	12.0
inverter	2	2.76
sequential	5	44.2
timing repair buffer	3	10.1
clock buffer	4	9.68
## stage by stage
step / instances / utilization (%) / hold slack (ns) / worst slack, ns
2_1_floorplan: 12 / - / 0.312 / 0.472
6_report: 65 / 7.95 / 0.452 / 0.102
5_1_grt: 65 / 7.95 / 0.471 / 0.0495
4_1_cts: 65 / 7.95 / 0.454 / 0.0793
3_3_place_gp: 61 / 7.25 / 0.437 / 0.116
3_5_place_dp: 61 / 7.25 / 0.448 / 0.0782
## metal layers
layer  share of wire, %  global-route usage (%)
met1                 54                    1.34
met4                  0                   0.352
met2                 31                    1.28
met5                  0                       0
met3                 15                    1.59
## logic make-up after synthesis
logic type | after synthesis | share of synthesized area, %
simple gates | 2 | 6.25
buf+inv | 2 | 4.69
flops | 5 | 75.0
compound gates | 3 | 14.1
## registers in the layout, summed over array words and instances, names as in the netlist
name     count
LIGHT        2
forward      1
state        2
## how the worst max path moves through the flow
stage | to | from | depth (start not counted)
finish | LIGHT[0] | LIGHT[0]$_DFFE_PN_ | 1
global route | LIGHT[1] | LIGHT[1]$_DFFE_PN_ | 1
CTS | LIGHT[0] | LIGHT[0]$_DFFE_PN_ | 1
## power groups by stage
stage | Combinational (uW) | Clock (uW) | Sequential [uW]
after CTS | 25.2 | 205 | 199
after global routing | 28.3 | 220 | 200
final | 24.8 | 198 | 199
## repair_timing
| item | in CTS | in global routing |
|---|---|---|
| hold buffers | 0 | 0 |
| endpoints found under the hold margin | 0 | 0 |
| endpoints found under the setup margin | 2 | 0 |
| gates resized | 2 | 0 |
Power is estimated from default activity; no workload was simulated.
