==> design.v <==
module traffic_light(
    input clk,
    input avl,
    output reg red,
    output reg green,
    output reg blue
    );
    reg[5:0] counter = 5'd0;
    always@(posedge clk) begin
        if(avl == 1) begin
            if( counter == 0) begin         
                red = 1;
            end
            if( counter == 10) begin        
                green = 1;
            end
            if(counter == 12) begin         
                red = 0;
                green = 1;
            end
            if(counter == 20) begin         
                red = 1;
            end
            counter <= counter + 5'd1;
            if(counter == 25) begin
                counter <= 5'd0;    
            end      
        end
        else begin
            counter <= 5'd0;
        end
    end
endmodule
==> run.sh <==
#!/bin/bash
# OpenROAD 26Q1-2900-gdf79404cd8, Yosys 0.63+post, stock flow scripts
make -C /OpenROAD-flow-scripts/flow DESIGN_CONFIG=/design/flow/config.mk WORK_HOME=/design/flow/orfs finish
==> config.mk <==
export PLATFORM = sky130hd
export DESIGN_NAME = traffic_light
export DESIGN_NICKNAME = traffic_light
export VERILOG_FILES = /design/flow/design.v
export SDC_FILE = /design/flow/constraint.sdc
export NUM_CORES = 4
export LEC_CHECK = 1
export CORE_AREA = 10 10 70 70
export DIE_AREA = 0 0 80 80
==> constraint.sdc <==
current_design traffic_light

set clk_period 1.7
set clk_io_pct 0.2

create_clock -name clk0 -period $clk_period [get_ports {clk}]

set non_clock_inputs [all_inputs -no_clocks]
set_input_delay [expr $clk_period * $clk_io_pct] -clock clk0 $non_clock_inputs
set_output_delay [expr $clk_period * $clk_io_pct] -clock clk0 [all_outputs]
==> ci_impl_report.md <==
## PnR job results

| Metric | Value |
|---|---|
| Run status | `finished clean` |
| Residual DRC | `0` |
| Clk Latency, worst-skew pair | `250 ps` |
| Die width | `around 80 um` |
| RePlAce Congestion | `roughly 0.8` |
| Worst path slowest cell | `clkdlybuf4s50_1` |
| Post-synth top area share | `0.304` |
| Crit path max fanout | `1` |
| Syn Std Cell Area | `395 sq um` |
| Cts repair resizes | `0` |
| Ant. Diodes | `0` |
| Top cells by count, synth | `6 x dfxtp_1, 5 x nor2_1, 4 x buf_4` |
| Die height | `80 um` |
| DR top layer | `met4` |
| Worst Setup End Kind | `primary output` |
| Tmin final | `about 1400 ps` |
| 1st-pass router iterations | `2` |
| Cell taking the most area after synthesis | `dfxtp_1` |
| Wire length on met3 | `50 um` |
| Initial Util | `0.116` |
| Worst Path Buf+Inv | `1` |
| Post-DP HPWL | `between 400 and 500 um` |
| Yosys stat area | `between 300 and 400 sq um` |
| GR Overflow Total | `0` |
| Post-synth ARST share | `0` |
| Worst path cell trace | `clkdlybuf4s50_1` |
| Final setup fails | `0` |
| Worst Hold Endpoint | `counter[0]` |
| Register-to-register setup slack | `around 360 ps` |
| Max Root-Sink Buffers | `2` |
| Iteration-0 DRC Markers | `9` |
| Buffers on Ports | `2` |
| # Cells Yosys | `42` |
| Dominant Register Cell | `dfxtp_1` |
| Post-synthesis area per instance | `~9.4 sq um` |
| Max cap viols | `0` |
| Data required time of the worst path | `approximately 1400 ps` |
| Pin count of the biggest net entering global routing | `8` |
| First-pass GRT wire length | `between 1000 and 1500 um` |
| Post-synthesis sequential area ratio | `0.380` |
| Via count | `roughly 260` |
| Yosys warning tally | `2` |
| FF+latch count, synth | `7` |
| Total CTS buffers | `3` |
| HP Start | `counter[0]` |
| Hold-fix buffers at CTS | `0` |
| CP peak stage delay | `~470 ps` |
| Wl on met1 | `between 200 and 300 um` |
| Setup CP Type | `reg -> out` |
| Clock sinks | `7` |
| GRT Total Usage | `0.0197` |
| Hold Path Class | `reg -> reg` |
| Clock skew | `approximately 2.5 ps` |
| Vias in the first global route | `around 250` |
| Row cnt | `21` |
| Pwr per Cell Area | `between 700 and 800 nW/um^2` |
| Setup tns final | `0 ps` |
| R2r startpoint | `counter[2]` |
| Worst setup SP type | `register` |
| Core footprint | `about 3400 sq um` |
| Ports | `5` |
| Reg clk slew, reported paths | `50 ps` |
| H-tree levels | `1` |
| Count leader, synth | `dfxtp_1` |
| FF-to-FF End | `red` |
| Worst IR Drop VDD | `~0.31 mV` |
| OpenROAD warning count | `27` |
| TritonCTS clock tree | `yes` |
| Total chip power | `around 0.36 mW` |
| Period Utilization, post-route | `0.806` |
| Initial antenna violation count | `0` |
| Cell Type Count | `20` |
| Die Size | `~6400 sq um` |
| Share of post-route cells with drive strength above 1 | `0.136` |
| Largest cells by area | `dfxtp_1 30%, ha_1 9.5%, buf_4 7.6%` |
| Root Buffer | `clkbuf_4` |
| Pleak | `between 0.15 and 0.2 nW` |
| Final Hold Fails | `0` |
| Max Freq | `~730 MHz` |
| Detailed-route wire length per cell | `around 6.3 um` |
| Number of enable flip-flop cells | `1` |
| Syn-to-layout area delta | `18.7%` |
| Post-DRT Antenna Nets | `0` |
| Routed wl met2 | `231 um` |
| Post-DR vias/cell | `roughly 2.9` |
| Reg2Reg Depth | `2` |
| CP top delay family | `buffers and inverters` |
| Synth Instances | `approximately 42` |
| Post-CTS Setup Inserts | `0` |
| Final WL | `between 500 and 600 um` |
| Dpl cell area | `approximately 440 sq um` |
| Cell depth of the worst min-delay path | `1` |
| Slew Viols, Final | `0` |
| RSZ-0062 raised after global routing | `no` |
| CP arrival | `1030 ps` |
| Final Cell Area | `469 sq um` |
[placed cells by master (no fill, tap or decap)]
cell / Yosys / final
inv_1: 3 / 3
nand2_1: 2 / 2
xnor2_1: 2 / 2
nor2_1: 5 / 5
and4bb_2: 1 / 1
nand3_1: 3 / 3
a21oi_1: 1 / 1
ha_1: 3 / 3
clkbuf_4: 0 / 3
dfxtp_1: 6 / 6
a21boi_1: 1 / 1
o41ai_4: 1 / 1
clkdlybuf4s50_1: 0 / 2
inv_2: 1 / 1
xor2_1: 2 / 2
conb_1: 2 / 2
clkbuf_1: 0 / 1
edfxtp_1: 1 / 1
nor3_1: 1 / 1
o21ai_0: 1 / 1
or3_1: 1 / 1
or4b_1: 1 / 1
[stage by stage]
| step | hold slack (ps) | worst slack [ps] | std cells | util |
|---|---|---|---|---|
| floorplan | 456 | 497 | 42 | - |
| global route | 546 | 273 | 90 | 0.137 |
| global placement | 478 | 302 | 86 | 0.130 |
| CTS | 500 | 304 | 90 | 0.137 |
| detailed placement | 489 | 289 | 86 | 0.130 |
| finish | 490 | 329 | 90 | 0.137 |
[power by group]
group	internal, mW	total [mW]	switching, mW	leakage (nW)
combinational	0.0157	0.0290	0.0133	0.0938
sequential	0.174	0.183	0.00883	0.0551
clock	0.0893	0.146	0.0572	0.0150
total	0.279	0.359	0.0793	0.164
[registers in the layout, summed over array words and instances, names as in the netlist]
| signal | cells |
|---|---|
| counter | 6 |
| red | 1 |
[logic make-up after synthesis]
| family | synth area share |
|---|---|
| compound gates | 0.114 |
| other cells | 0.0190 |
| fa+ha+maj | 0.0949 |
| xor+xnor | 0.0886 |
| buf+inv | 0.114 |
| flops | 0.380 |
| simple gates | 0.190 |
[layout make-up]
type	instances	area, sq um
Inverter	4	15.0
Fill cell	396	2950
Tap cell	46	57.6
Clock buffer	4	26.3
Timing Repair Buffer	2	20.0
Sequential cell	7	150
Multi-Input combinational cell	27	200
[layer usage]
| metal | GRT usage | up-vias |
|---|---|---|
| met5 | 0 | - |
| met4 | 0.00352 | 0 |
| met3 | 0.0182 | 2 |
| met2 | 0.0265 | 5 |
| met1 | 0.0228 | 117 |
| li1 | - | 135 |
[how the worst max path moves through the flow]
| stage | startpoint | end | slack [ps] | depth (start not counted) |
|---|---|---|---|---|
| global route | red | red | 270 | 1 |
| CTS | red | red | 300 | 1 |
| finish | red | red | 330 | 1 |
Power is estimated from default activity; no workload was simulated.
